--- flow/design.v ---
module RAM_v2 (din,clk,rst_n,rx_valid,dout,tx_valid); 
input [9:0] din; 
input clk,rst_n,rx_valid; 
output reg [7:0] dout; 
output reg tx_valid; 
parameter MEM_DEPTH=256; 
parameter ADDR_SIZE=8 ; 
reg [7:0] mem [MEM_DEPTH-1:0] ; 
reg [ADDR_SIZE-1:0] addr; 
always @(posedge clk) begin 
	if(~rst_n) begin 
		dout<=0; 
		tx_valid<=0; 
	end 
	else if(rx_valid)
		case(din[9:8]) 
			2'b00:begin 
				addr<=din[7:0]; 
				tx_valid<=0;
			end 
 			2'b01:begin 
 				mem[addr]<=din[7:0]; 
 				tx_valid<=0;
 			end 
			2'b10:begin 
				addr<=din[7:0];
				tx_valid<=0;
			end
			2'b11: begin 
				dout<=mem[addr]; 
				tx_valid<=1; 
			end 
		endcase 
	if(din[9:8]!=2'b11)
		tx_valid<=0; 
end 
endmodule 
module SPI_Slave (MOSI,MISO,SS_n,clk,rst_n,rx_data,rx_valid,tx_data,tx_valid); 
input MOSI,SS_n,clk,rst_n,tx_valid; 
input [7:0] tx_data;
output reg MISO,rx_valid; 
output reg [9:0] rx_data;
reg [3:0] counter;  
reg [2:0] cs,ns; 
reg read_addr;
parameter IDLE      = 3'b000;  
parameter CHK_CMD   = 3'b001;  
parameter WRITE     = 3'b010; 
parameter READ_ADD  = 3'b011;  
parameter READ_DATA = 3'b100;  
always @(posedge clk) begin 
	if(~rst_n)   
		cs<=IDLE;  
	else 
		cs<=ns; 
end  
always @(*) begin 
	case(cs)  
	IDLE: 
		if(~SS_n)
			ns=CHK_CMD; 
		else 
			ns=IDLE ; 
	CHK_CMD: begin  
		if(SS_n)  
			ns=IDLE;
		else begin
			if(~MOSI)
				ns=WRITE;  
			else begin
				if(read_addr) begin
					ns=READ_DATA; 
				end
				else begin
					ns=READ_ADD; 
				end
			end
		end
	end 
	WRITE:   
		if(SS_n)
			ns=IDLE; 
		else 
			ns=WRITE; 
	READ_DATA:  
		if(SS_n)
			ns=IDLE; 
		else 
			ns=READ_DATA; 
	READ_ADD: 
		if(SS_n)
			ns=IDLE; 
		else 
			ns=READ_ADD; 
	default :  
		ns=IDLE; 
	endcase
end 
always @(posedge clk) begin 
	if(~rst_n) begin 
		rx_data<=0;
		rx_valid<=0;
		counter<=0; 
		MISO<=0;
        read_addr <= 0;  
	end 
	else begin 
		case(cs)
			IDLE:begin 
			rx_data<=0;
			rx_valid<=0;
			counter<=0; 
			MISO<=0;
			end 
			CHK_CMD : begin 
				rx_data<=0;
				rx_valid<=0;
				counter<=0; 
			end 
			WRITE : begin 
				rx_data[9-counter]<=MOSI;
				counter<=counter+1;  
				if(counter==9) begin 
					counter<=0; 
					rx_valid<=1; 
				end 
			end 
			READ_ADD: begin 
				rx_data[9-counter]<=MOSI; 
				counter<=counter+1; 
				if(counter==9) begin 
					counter<=0; 
					rx_valid<=1; 
					read_addr<=1;  
				end 
			end 
			READ_DATA: begin 
				rx_data[9-counter]<=MOSI; 
				counter<=counter+1; 
				if(counter==9) begin 
					counter<=0; 
					rx_valid<=1;
				end 
				if(tx_valid) begin 
					if(counter<=8) 
						MISO<=tx_data[8-counter]; 
					else 
						MISO<=0; 
					if(counter==8)  
						read_addr<=0;
				end 
				else 
					MISO<=0;
			end 
			default : begin 
				rx_data<=0;
				rx_valid<=0;
				counter<=0; 
				MISO<=0;
			end 
		endcase 
	end 
end 
endmodule 
module SPI_Top_module (MOSI,MISO,SS_n,rst_n,clk); 
input MOSI,SS_n,clk,rst_n; 
output MISO; 
wire [9:0] rx_data;
wire rx_valid; 
wire tx_valid; 
wire [7:0] tx_data; 
SPI_Slave U1 (.MOSI(MOSI),.MISO(MISO),.SS_n(SS_n),.clk(clk),.rst_n(rst_n),.rx_data(rx_data),
				.rx_valid(rx_valid),.tx_data(tx_data),.tx_valid(tx_valid)); 
RAM_v2 U2 (.din(rx_data),.clk(clk),.rst_n(rst_n),.rx_valid(rx_valid),.dout(tx_data),.tx_valid(tx_valid)); 
endmodule 
--- flow/run.sh ---
#!/bin/bash
# OpenROAD 26Q1-2900-gdf79404cd8, Yosys 0.63+post, stock flow scripts
make -C /OpenROAD-flow-scripts/flow DESIGN_CONFIG=/design/flow/config.mk WORK_HOME=/design/flow/orfs finish
--- flow/config.mk ---
export PLATFORM = sky130hd
export DESIGN_NAME = SPI_Top_module
export DESIGN_NICKNAME = SPI_Top_module
export VERILOG_FILES = /design/flow/design.v
export SDC_FILE = /design/flow/constraint.sdc
export NUM_CORES = 4
export LEC_CHECK = 1
export CORE_UTILIZATION = 40
--- flow/constraint.sdc ---
current_design SPI_Top_module

set clk_period 64.5
set clk_io_pct 0.2

create_clock -name clk0 -period $clk_period [get_ports {clk}]

set non_clock_inputs [all_inputs -no_clocks]
set_input_delay [expr $clk_period * $clk_io_pct] -clock clk0 $non_clock_inputs
set_output_delay [expr $clk_period * $clk_io_pct] -clock clk0 [all_outputs]
==> impl_metrics.tcl <==
# place-and-route summary
set metrics [dict create \
    path_clk_slew_ns 0.07 \
    r2r_setup_slack_ns 58.98 \
    warning_count 31 \
    dp_hpwl_um 140000 \
    edf_count 2056 \
    worst_slew_pin_slew_ns 0.937 \
    startpoint_type "primary input" \
    synthArstFlopShare 0 \
    drcViolationCount 0 \
    drt_iter0_drc 3034 \
    finalSetupViolations 0 \
    synth_top_flop_cell "edfxtp_1" \
    critPathRequiredTime_ns 64.99 \
    port-buffer-count 4 \
    yosysWarnings 2 \
    max_slew_margin 0.368 \
    hp-class "reg -> reg" \
    final_hold_viol_count 0 \
    ys_ff 2087 \
    antenna_left 0 \
    synth_cells 3993 \
    placementRows 165 \
    die_area_sq_um 206000 \
    layout_setup_ws_ns 48.89 \
    cp.arrival_ns 16.09 \
    outcome "complete, no violations" \
    io_pins 5 \
    cts_root_buf "clkbuf_16" \
    critPathMaxStageDelay_ns 0.67 \
    drt_wl_total_um 225000 \
    final_layout_top_logic_cells "edfxtp_1 (2056), mux4_2 (474), nor2_1 (322), mux2i_1 (212), clkbuf_16 (210)" \
    fmax_ghz 0.0641 \
    holdBufCountCts 0 \
    path_buffers 3 \
    cp_max_fo 17 \
    slowest_stage "nor3_1" \
    layout_top_cell "edfxtp_1" \
    post-route-period-util 0.242 \
    p_per_area_nw_per_um2 29.4 \
    firstDrtPassIters 5 \
    gp_congestion 0.947 \
    fp_util 0.403 \
    peakVddDrop_uv 29.9 \
    ys_area_sq_um 81800 \
    fp.dieW_um 454 \
    hold_depth 2 \
    synth.avg_cell_area_sq_um 20.5 \
    power.total_w 0.00271 \
    core_sq_um 203000 \
    regToRegStartpoint "U2.addr[1]" \
    die_y_um 454 \
    numCtsBuffers 209 \
    postCtsResizedCells 0 \
    grt_overflow_total 0 \
    grt_pass1_vias 45503 \
    r2r-end "U2.dout[5]" \
    ys_types 69 \
    place_ws_ns 48.18 \
    final_layout_size_suffix_gt1_frac 0.227 \
    power.leakage_nw 26.0 \
    hold_end "U1.cs[3]" \
    antenna_found_initial 3 \
    post_drt_wl_per_cell_um 32.4 \
    clk_path_buf_depth 3 \
    fin_setup_tns_ns 0 \
    cts_tree "yes" \
    fin_crit_ns 15.61 \
    path_common_cell "buf_4" \
    grt_pass1_wl_um 326000 \
    holdWs_ns 0.409 \
    final_util 0.455 \
    end_kind "flop" \
    cpLargestDelayFamily "simple AND/OR/NAND/NOR gates" \
    clk_latency_ns 0.86 \
    grt_max_degree 97 \
    rsz0062_at_grt "no" \
    ys_cells 3993 \
    slew_violations 0 \
    synthesis.area_sq_um 81800 \
    viasPerCell 5.84 \
    syn_to_final_growth_pct 12.8 \
    dr_total_vias 40647 \
    ys_seq_share 0.763 \
    r2r_cells 11 \
    cts.sinks 2087 \
    worstSetupPathType "in -> reg" \
    ctsHtreeMaxLevel 4 \
    skew_ns 0.0466 \
    worstPathCellList "clkdlybuf4s50_1 > buf_4 > nand4b_1 > nor3_1 > nand2_1 > buf_4 > nor2_1" \
    postCtsSetupRepairBufs 0 \
    worstHoldStart "U1.cs[0]" \
    grt_usage 0.246 \
    drv_cap 0 \
]
==> cells by family after synthesis <==
family / Yosys count / synth area share
and+or+nand+nor: 644 / 0.0354
adders and majority gates: 14 / 0.00214
xor gates and xnor gates: 5 / 0.000536
buffers and inverters: 260 / 0.0174
muxes: 689 / 0.157
DFF: 2087 / 0.763
AOI/OAI and AO/OA: 294 / 0.0250
==> metal layers <==
layer,vias to the layer above,GRT usage,wire (um)
met2,3012,0.348,104000
met4,16,0.0718,8660
li1,16778,-,-
met1,20403,0.292,71700
met5,-,0.0201,549
met3,438,0.198,40600
==> sequential cells by signal (all words and copies together) (netlist names) <==
name	count
U1.rx_data	10
U2.tx_valid	1
U1.cs	5
U2.dout	8
U1.counter	4
U2.mem	2048
U1.MISO	1
U1.rx_valid	1
U2.addr	8
U1.read_addr	1
==> synth_stat cells (15+ instances only) <==
cell type,instances,area [sq um]
nand2_1,129,484
a22oi_1,67,503
mux2i_1,212,2120
clkbuf_1,75,282
and3_1,15,93.8
nand2b_1,17,106
nand3_1,49,245
o21ai_0,34,170
edfxtp_1,2056,61700
mux4_2,474,10700
inv_1,15,56.3
nor3_1,17,85.1
buf_1,19,71.3
a32oi_1,20,175
nor2b_1,17,106
buf_2,75,375
dfxtp_1,31,621
nor2_1,323,1210
buf_4,59,443
o22ai_1,47,294
nand4_1,18,113
a21oi_1,39,195
==> worst max-delay path by stage <==
stage,slack [ns],startpoint,depth (start not counted),to
global route,48.86,rst_n,7,U2.mem[133][7]
CTS,49.06,rst_n,7,U2.mem[53][0]
finish,48.89,rst_n,7,U2.mem[149][5]
==> cell type report <==
cell class              count  area (sq um)
diodes                      2          5.00
clock buffers             245          5390
clock inverters           143          1750
fillers                 16625        110000
inverters                  16          62.6
multi-input cells        1646         18000
flip-flops and latches   2087         62400
well taps                2672          3340
repair buffers            155          1270
==> where the power goes <==
part / leakage (nW) / switching (W) / internal [W]
sequential: 15.6 / 0.0000000927 / 0.00147
combinational: 6.94 / 0.00000110 / 0.000000576
clock: 3.45 / 0.000520 / 0.000726
total: 26.0 / 0.000521 / 0.00219
==> worst min-delay path: cells and delay by family, from the launching register on <==
kind	cells	cell delay, ns
flip-flops	1	0.29
buffers and inverters	1	0.04
AND/OR/NAND/NOR	1	0.03
==> stage by stage <==
stage / std cells / instance area (sq um)
detailed placement: 6576 / 85100
floorplan: 3993 / 81800
global route: 6964 / 92300
finish: 6966 / 92300
global placement: 6576 / 85100
CTS: 6964 / 92300
Power is estimated from default activity; no workload was simulated.
